<file path="flow/design.v">
`timescale 1ns / 1ps
module score_sevenseg(rpi_clk,score,ss);
    input [3:0]score;
    input rpi_clk;
    output reg [6:0]ss;
    always @(posedge rpi_clk) begin
        case (score)
            4'b0000 : ss=7'b0000001;
            4'b0001 : ss=7'b1001111;
            4'b0010 : ss=7'b0010010;
            4'b0011 : ss=7'b0000110;
            4'b0100 : ss=7'b1001100;
            4'b0101 : ss=7'b0100100;
            4'b0110 : ss=7'b0100000;
            4'b0111 : ss=7'b0001111;
            4'b1000 : ss=7'b0000000;
            4'b1001 : ss=7'b0000100;
        endcase
    end
endmodule
module ping_pong(start,whofirst,clk,a,b,l,la,lb,div_clock,ss,enabler);
    input start, whofirst,a,b,clk;
    output reg [11:0]l=12'b000000000000;
    output reg la ,lb;
    output reg div_clock;
    output [6:0]ss;
    reg [1:0]speed=2'b11;
    reg [3:0]scorea0,scoreb0,scorea1,scoreb1,rpi_score;
    reg left;
    reg [27:0]count = 0;
    reg fastclock;
    always @(posedge clk) begin
        count = count+1;
        fastclock = count[17];
        if (speed==2'b11) div_clock=count[23];
        else if (speed==2'b10) div_clock=count[24];
        else if (speed==2'b01) div_clock=count[25];
        else div_clock=count[25];
    end
    reg chance;
    reg gamepause=0;
    reg wona=0;
    reg wonb=0;
    always @(posedge div_clock) begin
        if (start==1) begin
            if (wona==1) begin
                l=12'b111111000000;
            end
            else if (wonb==1) begin
                l=12'b000000111111;
            end
            else begin
                la=0;
                lb=0;
                if (gamepause==1) begin
                    if (chance==0) begin
                        l = 12'b000000000010;
                        if (b==1) gamepause=0;
                    end
                    else begin
                        l = 12'b010000000000;
                        if (a==1) gamepause=0;
                    end
                    speed=2'b11;
                end
                else if (left==1) begin
                    if      (l==12'b000000000001) l=12'b000000000010; 
                    else if (l==12'b000000000010) l=12'b000000000100;
                    else if (l==12'b000000000100) l=12'b000000001000;
                    else if (l==12'b000000001000) l=12'b000000010000;
                    else if (l==12'b000000010000) l=12'b000000100000;
                    else if (l==12'b000000100000) l=12'b000001000000;
                    else if (l==12'b000001000000) l=12'b000010000000;
                    else if (l==12'b000010000000) l=12'b000100000000;
                    else if (l==12'b000100000000) l=12'b001000000000;
                    else if (l==12'b001000000000) begin
                        if (a==1) begin
                            left=0;
                            la=1;
                            if (speed==2'b00) begin 
                                speed=2'b11;
                            end
                            else speed = speed - 1;
                        end
                        else begin
                            l=12'b010000000000;
                        end
                    end
                    else if (l==12'b010000000000) begin
                        if (a==1) begin
                            left=0;
                            la=1;
                            speed=2'b11;
                        end
                        else begin
                            l=12'b100000000000;
                        end
                    end
                    else if (l==12'b100000000000) begin
                        if (a==1) begin
                            left=0;
                            la=1;
                            if (speed==2'b00) begin 
                                speed=2'b11;
                            end
                            else begin 
                                speed = speed - 1;
                            end
                        end
                        else begin
                            chance=0;
                            gamepause=1;
                            l=12'b00000000001;
                            left=1;
                            if (scoreb0 == 4'b1001) begin
                                scoreb0 = 4'b0000;
                                scoreb1 = scoreb1+1;
                            end
                            else scoreb0 = scoreb0+1;
                        end
                    end
                    else begin
                        chance=0;
                        gamepause=1;
                        if (scoreb0==4'b1001) begin
                            scoreb0 = 4'b0000;
                            scoreb1 = scoreb1+1;
                        end
                        else scoreb0 = scoreb0+1;
                    end
                end
                else if (left==0) begin
                    if      (l==12'b100000000000) l=12'b010000000000;
                    else if (l==12'b010000000000) l=12'b001000000000;
                    else if (l==12'b001000000000) l=12'b000100000000;
                    else if (l==12'b000100000000) l=12'b000010000000;
                    else if (l==12'b000010000000) l=12'b000001000000;
                    else if (l==12'b000001000000) l=12'b000000100000;
                    else if (l==12'b000000100000) l=12'b000000010000;
                    else if (l==12'b000000010000) l=12'b000000001000;
                    else if (l==12'b000000001000) l=12'b000000000100;
                    else if (l==12'b000000000100) begin
                        if (b==1) begin
                            left=1;
                            lb=1;
                            if (speed==2'b00) begin
                                speed=2'b11;
                            end
                            else speed = speed - 1;
                        end
                        else l=12'b000000000010;
                    end
                    else if (l==12'b000000000010) begin
                        if (b==1) begin
                            left=1;
                            lb=1;
                            speed = 2'b11;
                        end
                        else l=12'b000000000001;
                    end
                    else if (l==12'b000000000001) begin
                        if (b==1) begin
                            left=1;
                            lb=1;
                            if (speed==2'b00) begin 
                                speed=2'b11;
                            end
                            else speed = speed - 1;
                        end
                        else begin
                            chance=1;
                            gamepause=1;
                            l=12'b10000000000;
                            left=0;
                            if (scorea0 == 4'b1001) begin
                                scorea0 = 4'b0000;
                                scorea1 = scorea1+1;
                            end
                            else scorea0 = scorea0+1;
                        end
                    end
                    else begin
                        chance=1;
                        gamepause=1;
                        if (scorea0==4'b1001) begin
                            scorea1 = scorea1+1;
                            scorea0 = 4'b0000;
                        end
                        else scorea0 = scorea0+1;
                    end
                end
            end
            if (scorea0==4'b0101 && scorea1==4'b0010) begin
                wona=1;
                wonb=0;
            end
            else if (scoreb0==4'b0101 && scoreb1==4'b0010) begin
                wonb=1;
                wona=0;
            end
        end
        else begin
            wona=0;
            wonb=0;
            if (whofirst == 0) begin
                l = 12'b000000000010;
                left=1;
                scorea0=4'b0000;
                scorea1=4'b0000;
                scoreb0=4'b0000;
                scoreb1=4'b0000;
                gamepause=1;
                chance=0;
            end
            else if (whofirst == 1) begin
                l = 12'b010000000000;
                left=0;
                scorea0=4'b0000;
                scorea1=4'b0000;
                scoreb0=4'b0000;
                scoreb1=4'b0000;
                gamepause=1;
                chance=1;
            end
        end
    end
    output reg [3:0]enabler=4'b0111;
    score_sevenseg score_to_sevenseg(fastclock,rpi_score,ss);
    always @(posedge fastclock) begin
        if (enabler==4'b1110) begin
            enabler = 4'b1101;
            rpi_score = scorea0;
        end
        else if (enabler==4'b1101) begin
            enabler = 4'b1011;
            rpi_score = scorea1;
        end
        else if (enabler==4'b1011) begin
            enabler = 4'b0111;
            rpi_score = scoreb0;
        end
        else begin
            enabler = 4'b1110;
            rpi_score = scoreb1;
        end
    end
endmodule
</file>
<file path="flow/run.sh">
#!/bin/bash
# OpenROAD 26Q1-2900-gdf79404cd8, Yosys 0.63+post, stock flow scripts
make -C /OpenROAD-flow-scripts/flow DESIGN_CONFIG=/design/flow/config.mk WORK_HOME=/design/flow/orfs finish
</file>
<file path="flow/config.mk">
export PLATFORM = sky130hd
export DESIGN_NAME = ping_pong
export DESIGN_NICKNAME = ping_pong
export VERILOG_FILES = /design/flow/design.v
export SDC_FILE = /design/flow/constraint.sdc
export NUM_CORES = 4
export LEC_CHECK = 1
export CORE_UTILIZATION = 40
</file>
<file path="flow/constraint.sdc">
current_design ping_pong

set clk_period 4.3
set clk_io_pct 0.2

create_clock -name clk0 -period $clk_period [get_ports {clk}]

set non_clock_inputs [all_inputs -no_clocks]
set_input_delay [expr $clk_period * $clk_io_pct] -clock clk0 $non_clock_inputs
set_output_delay [expr $clk_period * $clk_io_pct] -clock clk0 [all_outputs]
</file>
==> results.txt <==
The run has ended; figures from its reports follow.

The run finished with clean final reports. In this run, post-CTS hold repair placed 0 buffers. The clock period minus worst slack is 2294 ps. TritonCTS built the clock tree. The number of diodes added for antenna fixing came out at 0. The number of antenna violations at the first check in global routing is 0. The count of endpoints failing hold in the final timing report is 0. The routed length per instance is 14.94 µm. Looking at the gate-level netlist, the highest instance count belongs to sky130_fd_sc_hd__dfxtp_1. The number of buffers inserted by port buffering came out at 30. The peak per-stage delay on the critical path is 530 ps. In this run the cell area of the synthesized design comes to 4626 µm². In this build the clock could be raised as far as 0.4359 GHz. The share of the core area taken by cells at floorplan is 41.94%. For this design, the slowest cell found on the critical path is sky130_fd_sc_hd__clkdlybuf4s50_1. Cells fill 45.85% of the core in the end. Per STA, the worst path is made up of buf_4 > clkdlybuf4s50_1. The leftover overflow at the end of global routing is 0. The final wirelength came out at 10,030 µm. The largest net degree at the start of global routing is 39.

The synthesized design spends more area on one cell type than any other, namely sky130_fd_sc_hd__dfxtp_1. For this run, the detailed router reports a per-instance via density of 5.617. The script computed a power per unit cell area of 99.69 nW/µm².

Counting the warning lines in the Yosys log gives 2. The global-route wire length before repair came out at 16,830 µm. The fraction of registers with async set/reset came out at 0%. The most common flop cell mapped by yosys is sky130_fd_sc_hd__dfxtp_1. The vertical die dimension came out at 109.5 µm. Each instance of the synthesized netlist takes up on average 8.828 µm². Checking hold timing, the worst path is listed with class register to register. After floorplanning, the die was sized to cover 12,000 µm². The transition time at the pin with the least slew margin came out at 878.8 ps. The yosys cell count is 524. For reference, the top cells by area after synthesis are sky130_fd_sc_hd__dfxtp_1, sky130_fd_sc_hd__edfxtp_1, sky130_fd_sc_hd__xnor2_1, sky130_fd_sc_hd__nor2_1, sky130_fd_sc_hd__nand2_1. The clock skew is 2.169 ps. The via count of the first global-routing pass came to 3,464. The total routing usage reported by global routing is 18.03%.

The final setup TNS came out at 0 ps. CTS built an H-tree with a depth of 1. The relative slew slack came out at 40.79%. In this run the post-CTS setup repair buffer count came out at 0.

The clock latency of the later-clocked register in the worst-skew pair is 260 ps. The placement row count is 38. The final count of negative-setup-slack endpoints came out at 0.

The clock tree root driver cell is sky130_fd_sc_hd__clkbuf_16. The DRC marker count from the first detailed-route iteration is 250. The share of Yosys cell area claimed by the top area cell type came out at 23.80%. The area of the core is 11,030 µm². STA classifies the critical path startpoint as a register.

The fraction of layout instances using a drive strength above 1 is 3.955%. The max capacitance violation total came out at 0. The peak fanout along the critical path came out at 38. For this run, the chip area from Yosys synthesis comes to 4626 µm². The kind of end point of the critical path is a primary output. The clock input transition at the sequential cells of the worst setup and hold paths came out at 60 ps. The overall via count from detail_route came out at 3,769. The final timing report lists a max-slew violation count of 0. The post-layout period usage of the worst path is 53.35%. Routability-driven placement finished with a final weighted congestion of 0.9727. The count of TritonRoute iterations in the first routing pass is 7. In the Yosys stats the netlist draws on 69 distinct library cells. The script extracted a total leakage power of 1.700 nW. The post-detailed-route DRC marker count came out at 0.

Setup repair after global routing left no endpoint under its margin. The required time at the worst-slack endpoint came out at 3440 ps. The maximum count of clock buffers along a single path is 2.

Summed over all nets, the half-perimeter wirelength after detailed placement is 7514 µm. The largest voltage drop on the vdd net came out at 0.0001517 V. The number of flops mapped to enable cells by yosys came out at 25. Across all hold checks on the routed design, the worst slack comes to 407.6 ps. The count of warning messages emitted by the tools is 27. In this run the layout overhead on the synthesized area is reported as 9.332%. The count of endpoints without a timing constraint is 102.

The top-level I/O count is 31. For reference, the most critical setup path is categorized as register to primary output. The total of flip-flops plus latches after synthesis is 80. The synthesis run shows the most used standard cells to be sky130_fd_sc_hd__dfxtp_1, sky130_fd_sc_hd__nor2_1, sky130_fd_sc_hd__nand2_1. At the worst endpoint, the arrival time is 1430 ps. After clock tree synthesis, the repair step resized 0 gates.

The remaining antenna violation count after routing is 0. Clock tree synthesis inserted a total of 3 buffers. The fraction of the yosys area taken by sequential cells is 40.03%.

Counting every instance in the synthesized netlist gives 524. The horizontal die size is 109.5 µm. The number of register pins that no clock reaches came out at 52.
kinds of logic after synthesis:
| group | Yosys count | share of synthesized area [%] |
|---|---|---|
| xor+xnor | 43 | 8.142 |
| fa+ha+maj | 8 | 2.083 |
| simple gates | 233 | 28.13 |
| buf+inv | 47 | 4.571 |
| flops | 80 | 40.03 |
| compound gates | 102 | 14.63 |
| mux | 11 | 2.407 |
cells in the final DEF, fill, tap and decap left out, types with 7 or more instances in the layout:
master and instances:
sky130_fd_sc_hd__nor2b_1 12, sky130_fd_sc_hd__nor3b_1 8, sky130_fd_sc_hd__nand2b_1 7, sky130_fd_sc_hd__nand4_1 16, sky130_fd_sc_hd__xor2_1 18, sky130_fd_sc_hd__mux2i_1 10
sky130_fd_sc_hd__o21ai_0 36, sky130_fd_sc_hd__nor3_1 19, sky130_fd_sc_hd__nand2_1 50, sky130_fd_sc_hd__nor2_1 53, sky130_fd_sc_hd__a21oi_1 21, sky130_fd_sc_hd__edfxtp_1 25
sky130_fd_sc_hd__inv_1 19, sky130_fd_sc_hd__clkdlybuf4s50_1 30, sky130_fd_sc_hd__dfxtp_1 55, sky130_fd_sc_hd__nand3_1 17, sky130_fd_sc_hd__xnor2_1 25
per-stage QoR:
stage	power (mW)	instance area (µm²)	instances	setup slack, ps
CTS	0.5084	5057	671	1982
global placement	0.2867	4969	667	2183
detailed placement	0.2867	4969	667	2150
floorplan	0.2777	4626	524	2442
global route	0.5211	5057	671	1810
finish	0.5042	5057	671	2006
routing by layer:
metal	GRT usage, %	wire length, µm	vias to the layer above
li1	-	-	1899
met3	2.779	653	6
met5	0	0	-
met4	1.429	60	0
met2	27.54	4455	123
met1	28.84	4857	1741
area by class of cell:
type                            count  area (µm²)
Clock buffer                        4       88.84
Fill cell                        1064        5973
Inverter                           19       71.32
Multi-Input combinational cell    397        2562
Sequential cell                    80        1852
Tap cell                          140       175.2
Timing Repair Buffer               31       307.8
path summary, 6_finish.rpt:
check / cells past startpoint / slack (ps) / start / end
setup reg to reg: 7 / 2110 / count[2] / div_clock
hold / removal: 1 / 410 / count[0] / count[0]
setup / recovery: 2 / 2010 / div_clock / div_clock
hold reg to reg: 1 / 410 / count[0] / count[0]
worst max-delay path: cells and delay by family (launching register included):
kind / cells / cell delay, ps
buffers and inverters: 2 / 860
flip-flops: 1 / 310
power breakdown:
part	leakage, nW	switching, mW	total [mW]	internal, mW
clock network	0.0442	0.0811	0.223	0.142
registers	0.715	0	0.261	0.261
logic	0.940	0.0131	0.0197	0.00663
total	1.70	0.0942	0.504	0.410
flip-flops by register name, indices dropped and copies added (netlist names):
register and count:
chance 1, count 26, div_clock 1, enabler 4, fastclock 1, gamepause 1, l 12, la 1
lb 1, left 1, rpi_score 4, score_to_sevenseg.ss 7, scorea0 4, scorea1 4, scoreb0 4, scoreb1 4
speed 2, wona 1, wonb 1
Power is estimated from default activity; no workload was simulated.
